===== ./design.v =====
module scannerEAN13 #(
    parameter H_ACTIVE = 24,
    parameter H_TOTAL = 32,
    parameter V_ACTIVE = 16,
    parameter V_TOTAL = 24,
    parameter MIN_MODULE_WIDTH = 4,
    parameter MAX_MODULE_WIDTH = 16,
    parameter TOL_MODULE_WIDTH = 2
)(
    input iClk,
    input iRst,
    input iPixelSync,
    input iPixelActive,
    input iPixelData,
    output oPixelSync,
    output oPixelActive,
    output reg oVideoModule,
    output reg oVideoMarker,
    output reg oVideoDigit,
(* KEEP = "TRUE" *) output reg [51:0] oDataCode,
    output [((V_TOTAL <= 2**1) ? 1 : 
   	(V_TOTAL <= 2**2) ? 2 : 
   	(V_TOTAL <= 2**3) ? 3 : 
	(V_TOTAL <= 2**4) ? 4 : 
	(V_TOTAL <= 2**5) ? 5 : 
	(V_TOTAL <= 2**6) ? 6 : 
	(V_TOTAL <= 2**7) ? 7 : 
	(V_TOTAL <= 2**8) ? 8 : 
	(V_TOTAL <= 2**9) ? 9 : 
	(V_TOTAL <= 2**10) ? 10 : 
	(V_TOTAL <= 2**11) ? 11 : 
	(V_TOTAL <= 2**12) ? 12 : 
	(V_TOTAL <= 2**13) ? 13 : 
	(V_TOTAL <= 2**14) ? 14 : 
	(V_TOTAL <= 2**15) ? 15 : 
	(V_TOTAL <= 2**16) ? 16 : 
	(V_TOTAL <= 2**17) ? 17 : 
	(V_TOTAL <= 2**18) ? 18 : 
	(V_TOTAL <= 2**19) ? 19 : 
	(V_TOTAL <= 2**20) ? 20 : 
	(V_TOTAL <= 2**21) ? 21 : 
	(V_TOTAL <= 2**22) ? 22 : 
	(V_TOTAL <= 2**23) ? 23 : 
	(V_TOTAL <= 2**24) ? 24 : 
	(V_TOTAL <= 2**25) ? 25 : 
	(V_TOTAL <= 2**26) ? 26 : 
	(V_TOTAL <= 2**27) ? 27 : 
	(V_TOTAL <= 2**28) ? 28 : 
	(V_TOTAL <= 2**29) ? 29 : 
	(V_TOTAL <= 2**30) ? 30 : 
	(V_TOTAL <= 2**31) ? 31 : 
	(V_TOTAL <= 2**32) ? 32 : 
   -1):0] oVpixel,
    output reg oNewData
);
wire pixelSub;
wire [((H_TOTAL <= 2**1) ? 1 : 
   	(H_TOTAL <= 2**2) ? 2 : 
   	(H_TOTAL <= 2**3) ? 3 : 
	(H_TOTAL <= 2**4) ? 4 : 
	(H_TOTAL <= 2**5) ? 5 : 
	(H_TOTAL <= 2**6) ? 6 : 
	(H_TOTAL <= 2**7) ? 7 : 
	(H_TOTAL <= 2**8) ? 8 : 
	(H_TOTAL <= 2**9) ? 9 : 
	(H_TOTAL <= 2**10) ? 10 : 
	(H_TOTAL <= 2**11) ? 11 : 
	(H_TOTAL <= 2**12) ? 12 : 
	(H_TOTAL <= 2**13) ? 13 : 
	(H_TOTAL <= 2**14) ? 14 : 
	(H_TOTAL <= 2**15) ? 15 : 
	(H_TOTAL <= 2**16) ? 16 : 
	(H_TOTAL <= 2**17) ? 17 : 
	(H_TOTAL <= 2**18) ? 18 : 
	(H_TOTAL <= 2**19) ? 19 : 
	(H_TOTAL <= 2**20) ? 20 : 
	(H_TOTAL <= 2**21) ? 21 : 
	(H_TOTAL <= 2**22) ? 22 : 
	(H_TOTAL <= 2**23) ? 23 : 
	(H_TOTAL <= 2**24) ? 24 : 
	(H_TOTAL <= 2**25) ? 25 : 
	(H_TOTAL <= 2**26) ? 26 : 
	(H_TOTAL <= 2**27) ? 27 : 
	(H_TOTAL <= 2**28) ? 28 : 
	(H_TOTAL <= 2**29) ? 29 : 
	(H_TOTAL <= 2**30) ? 30 : 
	(H_TOTAL <= 2**31) ? 31 : 
	(H_TOTAL <= 2**32) ? 32 : 
   -1):0]  hpixel;
wire [((V_TOTAL <= 2**1) ? 1 : 
   	(V_TOTAL <= 2**2) ? 2 : 
   	(V_TOTAL <= 2**3) ? 3 : 
	(V_TOTAL <= 2**4) ? 4 : 
	(V_TOTAL <= 2**5) ? 5 : 
	(V_TOTAL <= 2**6) ? 6 : 
	(V_TOTAL <= 2**7) ? 7 : 
	(V_TOTAL <= 2**8) ? 8 : 
	(V_TOTAL <= 2**9) ? 9 : 
	(V_TOTAL <= 2**10) ? 10 : 
	(V_TOTAL <= 2**11) ? 11 : 
	(V_TOTAL <= 2**12) ? 12 : 
	(V_TOTAL <= 2**13) ? 13 : 
	(V_TOTAL <= 2**14) ? 14 : 
	(V_TOTAL <= 2**15) ? 15 : 
	(V_TOTAL <= 2**16) ? 16 : 
	(V_TOTAL <= 2**17) ? 17 : 
	(V_TOTAL <= 2**18) ? 18 : 
	(V_TOTAL <= 2**19) ? 19 : 
	(V_TOTAL <= 2**20) ? 20 : 
	(V_TOTAL <= 2**21) ? 21 : 
	(V_TOTAL <= 2**22) ? 22 : 
	(V_TOTAL <= 2**23) ? 23 : 
	(V_TOTAL <= 2**24) ? 24 : 
	(V_TOTAL <= 2**25) ? 25 : 
	(V_TOTAL <= 2**26) ? 26 : 
	(V_TOTAL <= 2**27) ? 27 : 
	(V_TOTAL <= 2**28) ? 28 : 
	(V_TOTAL <= 2**29) ? 29 : 
	(V_TOTAL <= 2**30) ? 30 : 
	(V_TOTAL <= 2**31) ? 31 : 
	(V_TOTAL <= 2**32) ? 32 : 
   -1):0]  vpixel;
assign oVpixel = vpixel;
videoClockGenerator #(
    .H_ACTIVE(H_ACTIVE),
    .H_TOTAL(H_TOTAL),
    .V_ACTIVE(V_ACTIVE),
    .V_TOTAL(V_TOTAL),
    .SYNC_DELAY_H(0),
    .SYNC_DELAY_V(0)
) videoClockGeneratorInst (
    .iClk(iClk),
    .iRst(iRst),
    .iPixelSync(iPixelSync),
    .oPixelSub(pixelSub),
    .oHpixel(hpixel),
    .oVpixel(vpixel),
    .oPixelSync(oPixelSync),
    .oPixelActive(oPixelActive)
);
wire iData = ~iPixelData;
(* KEEP = "TRUE" *) reg [5:0] state;
(* KEEP = "TRUE" *) reg [5:0] newState;
reg nextModule;
reg nextDigit;
localparam IDLE = 6'h01, MARKER_START = 6'h02, GROUP_FIRST = 6'h04, 
        MARKER_MID = 6'h08, GROUP_SECOND = 6'h10, MARKER_END = 6'h20;
localparam DATA_BUFF_WIDTH = 2;
localparam PX_REG_WIDTH = ((MAX_MODULE_WIDTH+TOL_MODULE_WIDTH <= 2**1) ? 1 : 
   	(MAX_MODULE_WIDTH+TOL_MODULE_WIDTH <= 2**2) ? 2 : 
   	(MAX_MODULE_WIDTH+TOL_MODULE_WIDTH <= 2**3) ? 3 : 
	(MAX_MODULE_WIDTH+TOL_MODULE_WIDTH <= 2**4) ? 4 : 
	(MAX_MODULE_WIDTH+TOL_MODULE_WIDTH <= 2**5) ? 5 : 
	(MAX_MODULE_WIDTH+TOL_MODULE_WIDTH <= 2**6) ? 6 : 
	(MAX_MODULE_WIDTH+TOL_MODULE_WIDTH <= 2**7) ? 7 : 
	(MAX_MODULE_WIDTH+TOL_MODULE_WIDTH <= 2**8) ? 8 : 
	(MAX_MODULE_WIDTH+TOL_MODULE_WIDTH <= 2**9) ? 9 : 
	(MAX_MODULE_WIDTH+TOL_MODULE_WIDTH <= 2**10) ? 10 : 
	(MAX_MODULE_WIDTH+TOL_MODULE_WIDTH <= 2**11) ? 11 : 
	(MAX_MODULE_WIDTH+TOL_MODULE_WIDTH <= 2**12) ? 12 : 
	(MAX_MODULE_WIDTH+TOL_MODULE_WIDTH <= 2**13) ? 13 : 
	(MAX_MODULE_WIDTH+TOL_MODULE_WIDTH <= 2**14) ? 14 : 
	(MAX_MODULE_WIDTH+TOL_MODULE_WIDTH <= 2**15) ? 15 : 
	(MAX_MODULE_WIDTH+TOL_MODULE_WIDTH <= 2**16) ? 16 : 
	(MAX_MODULE_WIDTH+TOL_MODULE_WIDTH <= 2**17) ? 17 : 
	(MAX_MODULE_WIDTH+TOL_MODULE_WIDTH <= 2**18) ? 18 : 
	(MAX_MODULE_WIDTH+TOL_MODULE_WIDTH <= 2**19) ? 19 : 
	(MAX_MODULE_WIDTH+TOL_MODULE_WIDTH <= 2**20) ? 20 : 
	(MAX_MODULE_WIDTH+TOL_MODULE_WIDTH <= 2**21) ? 21 : 
	(MAX_MODULE_WIDTH+TOL_MODULE_WIDTH <= 2**22) ? 22 : 
	(MAX_MODULE_WIDTH+TOL_MODULE_WIDTH <= 2**23) ? 23 : 
	(MAX_MODULE_WIDTH+TOL_MODULE_WIDTH <= 2**24) ? 24 : 
	(MAX_MODULE_WIDTH+TOL_MODULE_WIDTH <= 2**25) ? 25 : 
	(MAX_MODULE_WIDTH+TOL_MODULE_WIDTH <= 2**26) ? 26 : 
	(MAX_MODULE_WIDTH+TOL_MODULE_WIDTH <= 2**27) ? 27 : 
	(MAX_MODULE_WIDTH+TOL_MODULE_WIDTH <= 2**28) ? 28 : 
	(MAX_MODULE_WIDTH+TOL_MODULE_WIDTH <= 2**29) ? 29 : 
	(MAX_MODULE_WIDTH+TOL_MODULE_WIDTH <= 2**30) ? 30 : 
	(MAX_MODULE_WIDTH+TOL_MODULE_WIDTH <= 2**31) ? 31 : 
	(MAX_MODULE_WIDTH+TOL_MODULE_WIDTH <= 2**32) ? 32 : 
   -1);
reg dataPrev;
reg [3:0] moduleIndex;
reg [3:0] digitIndex;
(* KEEP = "TRUE" *) reg [PX_REG_WIDTH:0] pxIndex;
(* KEEP = "TRUE" *) reg [PX_REG_WIDTH:0] moduleMaxIndex;
(* KEEP = "TRUE" *) wire dataRising = !dataPrev && iData;
(* KEEP = "TRUE" *) wire dataFalling = dataPrev && !iData;
reg [PX_REG_WIDTH-1:0] blackPxCount;
reg [5:0] digitDataBuffer;
wire [6:0] digitData;
reg [3:0] digitDecoded;
reg [1:0] digitType;
reg [4:0] groupDigitsTypeBuffer;
wire [5:0] groupDigitsType;
localparam DIGIT_L = 2'b01, DIGIT_G = 2'b10, DIGIT_R = 2'b11, DIGIT_ERROR = 2'b11;
always @* begin
    newState = IDLE;
    nextModule = 0;
    nextDigit = 0;
    case(state)
        IDLE:
            if(dataRising) begin
                newState = MARKER_START;
                nextModule = 1;
            end
        MARKER_START:  
            if(pxIndex >= MAX_MODULE_WIDTH) begin
                newState = IDLE;
            end
            else if((moduleIndex[0] && dataRising) || (!moduleIndex[0] && dataFalling)) begin
                if((moduleIndex[1:0] != 0 && (pxIndex < moduleMaxIndex-TOL_MODULE_WIDTH || pxIndex > moduleMaxIndex+TOL_MODULE_WIDTH))
                    || pxIndex < MIN_MODULE_WIDTH-1) begin
                    newState = IDLE; 
                end
                else if(moduleIndex[1:0] != 2'b10) begin
                    newState = MARKER_START;
                    nextModule = 1;
                end
                else begin
                    newState = GROUP_FIRST;
                    nextModule = 1;
                end
            end
            else begin
                newState = MARKER_START;
            end
        GROUP_FIRST:
            if(pxIndex == moduleMaxIndex) begin
                newState = GROUP_FIRST;
                nextModule = 1;
                if(moduleIndex == 6) begin
                    nextDigit = 1;
                    if(digitIndex == 5) begin
                        newState = MARKER_MID;
                    end
                end
            end
            else begin
                newState = GROUP_FIRST;
            end
        MARKER_MID:
            if(pxIndex == moduleMaxIndex) begin
                nextModule = 1;
                newState = MARKER_MID;
                if(moduleIndex == 4) begin
                    newState = GROUP_SECOND;
                end
            end
            else begin
                newState = MARKER_MID;
            end
        GROUP_SECOND:
            if(pxIndex == moduleMaxIndex) begin
                newState = GROUP_SECOND;
                nextModule = 1;
                if(moduleIndex == 6) begin
                    nextDigit = 1;
                    if(digitIndex == 5) begin
                        newState = MARKER_END;
                    end
                end
            end
            else begin
                newState = GROUP_SECOND;
            end
        MARKER_END:
            if(pxIndex == moduleMaxIndex) begin
                nextModule = 1;
                newState = MARKER_END;
                if(moduleIndex == 2) begin
                    newState = IDLE;
                end
            end
            else begin
                newState = MARKER_END;
            end
        default: begin
            newState = IDLE;
            nextModule = 1;
        end
    endcase
end
always @(posedge iClk or posedge iRst) begin
    if(iRst) begin
        state <= IDLE;
        dataPrev <= 1;
        pxIndex <= 0;
        moduleIndex <= 0;
        digitIndex <= 0;
        moduleMaxIndex <= 0;
        oNewData <= 0;
    end
    else begin 
        oNewData <= 0;
        if(iPixelActive) begin
            if(!pixelSub) begin
                dataPrev <= iData;
                state <= newState;
                pxIndex <= pxIndex + 1;
                if(state == IDLE) begin
                    moduleMaxIndex <= 0;
                end
                else if(state == MARKER_START && nextModule) begin
                    if(moduleIndex == 0) begin
                        moduleMaxIndex <= pxIndex;
                    end
                    else if(moduleIndex == 1) begin
                        moduleMaxIndex <= (moduleMaxIndex + pxIndex) >> 1;
                    end
                end
                if(state == IDLE ) begin
                    moduleIndex <= 0;
                    pxIndex <= 0;
                    digitIndex <= 0;
                end
                else if(newState == MARKER_START || newState == GROUP_FIRST || newState == MARKER_MID || newState == GROUP_SECOND || newState == MARKER_END) begin
                    if(state != newState) begin
                        digitIndex <= 0;
                        moduleIndex <= 0;
                        pxIndex <= 0;
                    end
                    else if(nextDigit) begin
                        pxIndex <= 0;
                        moduleIndex <= 0;
                        digitIndex <= digitIndex + 1;
                    end 
                    else if(nextModule) begin
                        pxIndex <= 0;
                        moduleIndex <= moduleIndex + 1;
                    end
                end
                if(state == GROUP_FIRST || state == GROUP_SECOND) begin
                    blackPxCount <= blackPxCount + dataPrev;
                    if(nextModule) begin
                        blackPxCount <= 0;
                        digitDataBuffer <= digitData[5:0];
                        if(nextDigit) begin
                            oDataCode[47:0] <= {oDataCode[43:0], digitDecoded};
                            groupDigitsTypeBuffer <= groupDigitsType[4:0];
                            if(state == GROUP_SECOND && digitIndex == 5) begin
                                oNewData <= 1;
                            end
                            else if(state == GROUP_FIRST && digitIndex == 5) begin
                                case (groupDigitsType)
                                    6'b111111: oDataCode[51:48] <= 4'd0;
                                    6'b110100: oDataCode[51:48] <= 4'd1;
                                    6'b110010: oDataCode[51:48] <= 4'd2;
                                    6'b110001: oDataCode[51:48] <= 4'd3;
                                    6'b101100: oDataCode[51:48] <= 4'd4;
                                    6'b100110: oDataCode[51:48] <= 4'd5;
                                    6'b100011: oDataCode[51:48] <= 4'd6;
                                    6'b101010: oDataCode[51:48] <= 4'd7;
                                    6'b101001: oDataCode[51:48] <= 4'd8;
                                    6'b100101: oDataCode[51:48] <= 4'd9;
                                    default: oDataCode[51:48] <= 4'hF;
                                endcase                
                            end
                        end
                    end
                end
            end
        end 
        else begin
            state <= IDLE;
            dataPrev <= 1;
        end
    end
end
always @(posedge iClk) begin
    oVideoMarker <= state == MARKER_START || state == MARKER_MID || state == MARKER_END;
    oVideoModule <= dataPrev;
    oVideoDigit <= (state == GROUP_FIRST || state == GROUP_SECOND) && digitIndex[0];
end
assign digitData = {digitDataBuffer, blackPxCount >= moduleMaxIndex[PX_REG_WIDTH:1]};
assign groupDigitsType = {groupDigitsTypeBuffer, digitType[0]};
always @* begin
    case(digitData) 
        7'b0001101: {digitType, digitDecoded} = {DIGIT_L, 4'd0};
        7'b0011001: {digitType, digitDecoded} = {DIGIT_L, 4'd1};
        7'b0010011: {digitType, digitDecoded} = {DIGIT_L, 4'd2};
        7'b0111101: {digitType, digitDecoded} = {DIGIT_L, 4'd3};
        7'b0100011: {digitType, digitDecoded} = {DIGIT_L, 4'd4};
        7'b0110001: {digitType, digitDecoded} = {DIGIT_L, 4'd5};
        7'b0101111: {digitType, digitDecoded} = {DIGIT_L, 4'd6};
        7'b0111011: {digitType, digitDecoded} = {DIGIT_L, 4'd7};
        7'b0110111: {digitType, digitDecoded} = {DIGIT_L, 4'd8};
        7'b0001011: {digitType, digitDecoded} = {DIGIT_L, 4'd9};
        7'b0100111: {digitType, digitDecoded} = {DIGIT_G, 4'd0};
        7'b0110011: {digitType, digitDecoded} = {DIGIT_G, 4'd1};
        7'b0011011: {digitType, digitDecoded} = {DIGIT_G, 4'd2};
        7'b0100001: {digitType, digitDecoded} = {DIGIT_G, 4'd3};
        7'b0011101: {digitType, digitDecoded} = {DIGIT_G, 4'd4};
        7'b0111001: {digitType, digitDecoded} = {DIGIT_G, 4'd5};
        7'b0000101: {digitType, digitDecoded} = {DIGIT_G, 4'd6};
        7'b0010001: {digitType, digitDecoded} = {DIGIT_G, 4'd7};
        7'b0001001: {digitType, digitDecoded} = {DIGIT_G, 4'd8};
        7'b0010111: {digitType, digitDecoded} = {DIGIT_G, 4'd9};
        7'b1110010: {digitType, digitDecoded} = {DIGIT_R, 4'd0};
        7'b1100110: {digitType, digitDecoded} = {DIGIT_R, 4'd1};
        7'b1101100: {digitType, digitDecoded} = {DIGIT_R, 4'd2};
        7'b1000010: {digitType, digitDecoded} = {DIGIT_R, 4'd3};
        7'b1011100: {digitType, digitDecoded} = {DIGIT_R, 4'd4};
        7'b1001110: {digitType, digitDecoded} = {DIGIT_R, 4'd5};
        7'b1010000: {digitType, digitDecoded} = {DIGIT_R, 4'd6};
        7'b1000100: {digitType, digitDecoded} = {DIGIT_R, 4'd7};
        7'b1001000: {digitType, digitDecoded} = {DIGIT_R, 4'd8};
        7'b1110100: {digitType, digitDecoded} = {DIGIT_R, 4'd9};
        default: {digitType, digitDecoded} = {DIGIT_ERROR, 4'd0};
    endcase
end
endmodule
module videoClockGenerator #(
    parameter H_ACTIVE = 24,
    parameter H_TOTAL = 32,
    parameter V_ACTIVE = 16,
    parameter V_TOTAL = 24,
    parameter SYNC_DELAY_H = 0,
    parameter SYNC_DELAY_V = 0
)(
    input iClk,
    input iRst,
    input iPixelSync,
    output reg oPixelSub,
    output reg [((H_TOTAL <= 2**1) ? 1 : 
   	(H_TOTAL <= 2**2) ? 2 : 
   	(H_TOTAL <= 2**3) ? 3 : 
	(H_TOTAL <= 2**4) ? 4 : 
	(H_TOTAL <= 2**5) ? 5 : 
	(H_TOTAL <= 2**6) ? 6 : 
	(H_TOTAL <= 2**7) ? 7 : 
	(H_TOTAL <= 2**8) ? 8 : 
	(H_TOTAL <= 2**9) ? 9 : 
	(H_TOTAL <= 2**10) ? 10 : 
	(H_TOTAL <= 2**11) ? 11 : 
	(H_TOTAL <= 2**12) ? 12 : 
	(H_TOTAL <= 2**13) ? 13 : 
	(H_TOTAL <= 2**14) ? 14 : 
	(H_TOTAL <= 2**15) ? 15 : 
	(H_TOTAL <= 2**16) ? 16 : 
	(H_TOTAL <= 2**17) ? 17 : 
	(H_TOTAL <= 2**18) ? 18 : 
	(H_TOTAL <= 2**19) ? 19 : 
	(H_TOTAL <= 2**20) ? 20 : 
	(H_TOTAL <= 2**21) ? 21 : 
	(H_TOTAL <= 2**22) ? 22 : 
	(H_TOTAL <= 2**23) ? 23 : 
	(H_TOTAL <= 2**24) ? 24 : 
	(H_TOTAL <= 2**25) ? 25 : 
	(H_TOTAL <= 2**26) ? 26 : 
	(H_TOTAL <= 2**27) ? 27 : 
	(H_TOTAL <= 2**28) ? 28 : 
	(H_TOTAL <= 2**29) ? 29 : 
	(H_TOTAL <= 2**30) ? 30 : 
	(H_TOTAL <= 2**31) ? 31 : 
	(H_TOTAL <= 2**32) ? 32 : 
   -1):0] oHpixel,
    output reg [((V_TOTAL <= 2**1) ? 1 : 
   	(V_TOTAL <= 2**2) ? 2 : 
   	(V_TOTAL <= 2**3) ? 3 : 
	(V_TOTAL <= 2**4) ? 4 : 
	(V_TOTAL <= 2**5) ? 5 : 
	(V_TOTAL <= 2**6) ? 6 : 
	(V_TOTAL <= 2**7) ? 7 : 
	(V_TOTAL <= 2**8) ? 8 : 
	(V_TOTAL <= 2**9) ? 9 : 
	(V_TOTAL <= 2**10) ? 10 : 
	(V_TOTAL <= 2**11) ? 11 : 
	(V_TOTAL <= 2**12) ? 12 : 
	(V_TOTAL <= 2**13) ? 13 : 
	(V_TOTAL <= 2**14) ? 14 : 
	(V_TOTAL <= 2**15) ? 15 : 
	(V_TOTAL <= 2**16) ? 16 : 
	(V_TOTAL <= 2**17) ? 17 : 
	(V_TOTAL <= 2**18) ? 18 : 
	(V_TOTAL <= 2**19) ? 19 : 
	(V_TOTAL <= 2**20) ? 20 : 
	(V_TOTAL <= 2**21) ? 21 : 
	(V_TOTAL <= 2**22) ? 22 : 
	(V_TOTAL <= 2**23) ? 23 : 
	(V_TOTAL <= 2**24) ? 24 : 
	(V_TOTAL <= 2**25) ? 25 : 
	(V_TOTAL <= 2**26) ? 26 : 
	(V_TOTAL <= 2**27) ? 27 : 
	(V_TOTAL <= 2**28) ? 28 : 
	(V_TOTAL <= 2**29) ? 29 : 
	(V_TOTAL <= 2**30) ? 30 : 
	(V_TOTAL <= 2**31) ? 31 : 
	(V_TOTAL <= 2**32) ? 32 : 
   -1):0] oVpixel,
    output reg oPixelSync,
    output reg oPixelActive
);
reg pixelSub;
reg [((H_TOTAL <= 2**1) ? 1 : 
   	(H_TOTAL <= 2**2) ? 2 : 
   	(H_TOTAL <= 2**3) ? 3 : 
	(H_TOTAL <= 2**4) ? 4 : 
	(H_TOTAL <= 2**5) ? 5 : 
	(H_TOTAL <= 2**6) ? 6 : 
	(H_TOTAL <= 2**7) ? 7 : 
	(H_TOTAL <= 2**8) ? 8 : 
	(H_TOTAL <= 2**9) ? 9 : 
	(H_TOTAL <= 2**10) ? 10 : 
	(H_TOTAL <= 2**11) ? 11 : 
	(H_TOTAL <= 2**12) ? 12 : 
	(H_TOTAL <= 2**13) ? 13 : 
	(H_TOTAL <= 2**14) ? 14 : 
	(H_TOTAL <= 2**15) ? 15 : 
	(H_TOTAL <= 2**16) ? 16 : 
	(H_TOTAL <= 2**17) ? 17 : 
	(H_TOTAL <= 2**18) ? 18 : 
	(H_TOTAL <= 2**19) ? 19 : 
	(H_TOTAL <= 2**20) ? 20 : 
	(H_TOTAL <= 2**21) ? 21 : 
	(H_TOTAL <= 2**22) ? 22 : 
	(H_TOTAL <= 2**23) ? 23 : 
	(H_TOTAL <= 2**24) ? 24 : 
	(H_TOTAL <= 2**25) ? 25 : 
	(H_TOTAL <= 2**26) ? 26 : 
	(H_TOTAL <= 2**27) ? 27 : 
	(H_TOTAL <= 2**28) ? 28 : 
	(H_TOTAL <= 2**29) ? 29 : 
	(H_TOTAL <= 2**30) ? 30 : 
	(H_TOTAL <= 2**31) ? 31 : 
	(H_TOTAL <= 2**32) ? 32 : 
   -1):0] hPixel;
reg [((V_TOTAL <= 2**1) ? 1 : 
   	(V_TOTAL <= 2**2) ? 2 : 
   	(V_TOTAL <= 2**3) ? 3 : 
	(V_TOTAL <= 2**4) ? 4 : 
	(V_TOTAL <= 2**5) ? 5 : 
	(V_TOTAL <= 2**6) ? 6 : 
	(V_TOTAL <= 2**7) ? 7 : 
	(V_TOTAL <= 2**8) ? 8 : 
	(V_TOTAL <= 2**9) ? 9 : 
	(V_TOTAL <= 2**10) ? 10 : 
	(V_TOTAL <= 2**11) ? 11 : 
	(V_TOTAL <= 2**12) ? 12 : 
	(V_TOTAL <= 2**13) ? 13 : 
	(V_TOTAL <= 2**14) ? 14 : 
	(V_TOTAL <= 2**15) ? 15 : 
	(V_TOTAL <= 2**16) ? 16 : 
	(V_TOTAL <= 2**17) ? 17 : 
	(V_TOTAL <= 2**18) ? 18 : 
	(V_TOTAL <= 2**19) ? 19 : 
	(V_TOTAL <= 2**20) ? 20 : 
	(V_TOTAL <= 2**21) ? 21 : 
	(V_TOTAL <= 2**22) ? 22 : 
	(V_TOTAL <= 2**23) ? 23 : 
	(V_TOTAL <= 2**24) ? 24 : 
	(V_TOTAL <= 2**25) ? 25 : 
	(V_TOTAL <= 2**26) ? 26 : 
	(V_TOTAL <= 2**27) ? 27 : 
	(V_TOTAL <= 2**28) ? 28 : 
	(V_TOTAL <= 2**29) ? 29 : 
	(V_TOTAL <= 2**30) ? 30 : 
	(V_TOTAL <= 2**31) ? 31 : 
	(V_TOTAL <= 2**32) ? 32 : 
   -1):0] vPixel;
always @(posedge iClk or posedge iRst) begin
    if(iRst) begin
        oPixelSub <= 0;
        oHpixel <= 0;
        oVpixel <= 0;
        oPixelSync <= 0;
        oPixelActive <= 0;
    end
    else begin      
        oPixelSync <= oPixelSub && oHpixel == (H_TOTAL-1 + SYNC_DELAY_H)%H_TOTAL && oVpixel == (V_TOTAL-1 + SYNC_DELAY_V)%V_TOTAL;
        oPixelActive <= oHpixel < (H_ACTIVE + SYNC_DELAY_H)%H_TOTAL && oVpixel < (V_ACTIVE + SYNC_DELAY_V)%V_TOTAL;
        oPixelSub <= ~oPixelSub;
        if(iPixelSync) begin
            oHpixel <= 0; 
            oVpixel <= 0;
            oPixelSub <= 0;
        end
        else if(oPixelSub) begin
            oHpixel <= oHpixel + 1;
            if(oHpixel == H_TOTAL-1) begin
                oHpixel <= 0;
                oVpixel <= oVpixel + 1;
                if(oVpixel == V_TOTAL-1) begin
                    oVpixel <= 0;
                end
            end
        end
    end
end
endmodule

===== ./run.sh =====
#!/bin/bash
# OpenROAD 26Q1-2900-gdf79404cd8, Yosys 0.63+post, stock flow scripts
make -C /OpenROAD-flow-scripts/flow DESIGN_CONFIG=/design/flow/config.mk WORK_HOME=/design/flow/orfs finish

===== ./config.mk =====
export PLATFORM = sky130hd
export DESIGN_NAME = scannerEAN13
export DESIGN_NICKNAME = scannerEAN13
export VERILOG_FILES = /design/flow/design.v
export SDC_FILE = /design/flow/constraint.sdc
export NUM_CORES = 4
export LEC_CHECK = 1
export CORE_UTILIZATION = 40

===== ./constraint.sdc =====
current_design scannerEAN13

set clk_period 8.0
set clk_io_pct 0.2

create_clock -name clk0 -period $clk_period [get_ports {iClk}]

set non_clock_inputs [all_inputs -no_clocks]
set_input_delay [expr $clk_period * $clk_io_pct] -clock clk0 $non_clock_inputs
set_output_delay [expr $clk_period * $clk_io_pct] -clock clk0 [all_outputs]

==> datasheet_impl.txt <==
Physical design parameters

Parameter                              Value

Worst setup path
  Arrival time of data at the critical path endpoint    between 4 and 5 ns
  Max Fanout on Critical Path    between 50 and 60
  Kind of start point of the critical path    primary input
  Setup crit end kind    flop
  Required time at the endpoint of the critical path    roughly 8 ns
  Crit Path Class    in -> reg

Yosys
  Post-synth area from yosys stat    slightly above 6000 um2
  Most used DFF post-synth    sky130_fd_sc_hd__edfxtp_1
  Ys Warns    2
  EDFF count, synth    ~70
  FFs w/ async S/R, synth    a little under two fifths
  Gate count of the mapped netlist    ~570
  Portion of synthesized cell area occupied by the leading cell type    around 33%
  Post-synthesis instance area    6120 um2
  Share of the yosys chip area belonging to registers    between 50% and 60%
  Dominant cell type by area after synthesis    sky130_fd_sc_hd__edfxtp_1
  Count of different cell masters after synthesis    around 70
  Largest cells by area after synthesis    sky130_fd_sc_hd__edfxtp_1 (33%), sky130_fd_sc_hd__dfrtp_1 (17%), sky130_fd_sc_hd__ha_1 (6.5%), sky130_fd_sc_hd__xnor2_1 (3.0%), sky130_fd_sc_hd__nor2_1 (2.8%)
  Post-synthesis cell count from yosys    568
  Post-synthesis area per instance    between 10 and 15 um2
  Number of synthesized register bits    114

Place
  Number of placed instances with taps included    about 800
  Placed wire-length estimate after detailed placement    between 8 and 9 mm
  Port Buf Inserts    a little under 70
  Last weighted congestion value of the routability-driven placer    between 0.8 and 0.9

CTS
  Clock Pin Slew Worst Setup and Hold Paths    0.06 ns
  Hold-fix buffers, CTS    0
  Post-CTS sizing    0
  H-Tree Depth    4
  Number of sinks handled by clock tree synthesis    between 100 and 150
  Clock latency at the later pin of the worst-skew pair    approximately 0.40 ns
  Master cell of the clock root buffer    sky130_fd_sc_hd__clkbuf_16
  Setup Fix Bufs, Post-CTS    0
  Number of buffers created by CTS    17
  Worst-case clock buffer depth    2
  CTS tree    built

Detailed routing
  DR WL met3    approximately 520 um
  WL met1    ~6.4 mm
  Post-DR vias/cell    about 5.5
  DR pass1 iterations    4
  Post-Route WL    roughly 13 mm
  Met2 routed WL    just under 6 mm
  Starting DRC count in detailed routing    233
  Number of antenna repair diodes    0
  DRT antenna net count    0
  DRC    0
  Topmost layer with routed signal wires    met4
  Average routed wire per standard cell    approximately 15 um
  Vias after detailed routing    4533

Power
  Highest ir drop seen on vdd    approximately 0.00014 V
  Clock power frac    a little under half
  Switching Fraction    27.3%
  Part of the power in combinational logic    between 10% and 20%
  Power Density    229 nW/um2
  Internal power contribution    between 1 and 1.5 mW
  Sequential share of power    a little under two fifths
  Power after layout    between 1.5 and 2 mW
  Static leakage    2.93 nW
  Switch Pwr    roughly 0.48 mW

Cells and area
  Growth of design area from synthesis to finish    24.4%
  Non-filler instance count after layout    between 800 and 900
  Layout cell share with drive strength beyond 1    8.66%
  Highest-count cells in the layout ignoring fill and taps    sky130_fd_sc_hd__edfxtp_1 (68), sky130_fd_sc_hd__clkdlybuf4s50_1 (68), sky130_fd_sc_hd__nor2_1 (46), sky130_fd_sc_hd__dfrtp_1 (41), sky130_fd_sc_hd__nand2_1 (36)

Final timing
  Final hold vios    0
  Setup TNS    0 ns
  Clock tree skew after final layout    0.00875 ns
  Shortest clock period the worst path allows after layout    about 4.3 ns
  Maximum clock frequency    233 MHz
  Tightest slew margin relative to the limit    46.4%
  Finish-stage setup viols    0
  RSZ-0062 raised after global routing    no
  Final critical-path share of the clock period    between 50% and 60%
  Slew Viols, Final    0
  Transition time at the pin with the least slew margin    approximately 0.80 ns

GRT
  Number of antenna violations at the first check in global routing    0
  First-pass GRT wire length    ~22 mm
  Global-route total usage across every layer    around 18%
  Vias in the first global route    approximately 4300
  Largest net degree at the start of global routing    approximately 54
  Leftover overflow at the end of global routing    0

Floorplanning
  Top-level I/O count    slightly below 70
  Total die area    15800 um2
  Total number of placement rows    between 40 and 50
  Floorplan utilization    between 40% and 50%
  Vert. Die Dim    around 130 um
  Core Region    between 10000 and 15000 um2
  Horizontal die dimension    between 100 and 150 um

Job
  Number of max-cap violations    0
  Total number of warnings across the stage logs    31

Outcome
  Outcome    complete, no violations

Hold path
  HP Class    reg -> reg
[synth_stat cells, drive strengths merged, types with 3 or more instances]
library cell / instances
o2111ai: 3
a31oi: 6
nor4b: 3
a211oi: 4
buf: 3
nand3: 23
nor3: 14
a21o: 4
and4b: 3
nor4: 5
a41o: 3
nor2: 46
nor2b: 10
ha: 32
and3: 8
mux2i: 7
dfxtp: 3
nand2b: 7
dfrtp: 41
o31ai: 3
o21bai: 3
mux2: 4
nand4: 13
xor2: 17
a2111oi: 3
nand2: 36
a21oi: 26
o41ai: 3
clkbuf: 23
o221ai: 3
o32ai: 3
nor3b: 5
inv: 30
edfxtp: 68
o211ai: 3
o21ai: 36
or4: 3
and2: 4
xnor2: 21
[state kept, by name, summed over array words and instances, names as in the netlist]
name / count
oDataCode: 52
groupDigitsTypeBuffer: 5
oVideoMarker: 1
videoClockGeneratorInst.oPixelSub: 1
oVideoDigit: 1
dataPrev: 1
digitDataBuffer: 6
oNewData: 1
blackPxCount: 5
videoClockGeneratorInst.oHpixel: 6
moduleMaxIndex: 6
videoClockGeneratorInst.oVpixel: 6
digitIndex: 4
state: 6
oVideoModule: 1
pxIndex: 6
moduleIndex: 4
videoClockGeneratorInst.oPixelSync: 1
videoClockGeneratorInst.oPixelActive: 1
[metrics by stage]
stage          hold WS [ns]  utilization, %  setup WS [ns]  area [um2]
2_1_floorplan         0.400               -           2.15        6120
3_3_place_gp          0.428            47.3           3.44        6970
3_5_place_dp          0.432            47.3           3.26        6970
4_1_cts               0.447            51.6           3.66        7620
5_1_grt               0.459            51.6           3.43        7620
6_report              0.445            51.6           3.72        7620
[path summary, 6_finish.rpt]
check | startpoint | end | slack, ns | cells after the start
min in group asynchronous | iRst | digitIndex[2] | 1.48 | 2
min | oDataCode[20] | oDataCode[24] | 0.45 | 0
max reg2reg | moduleMaxIndex[1] | oDataCode[42] | 4.02 | 13
max | iPixelActive | oDataCode[42] | 3.72 | 6
max in group asynchronous | iRst | state[0] | 5.76 | 3
min reg2reg | oDataCode[20] | oDataCode[24] | 0.45 | 0
[critical path: stages]
cell                              delay, ns
sky130_fd_sc_hd__clkdlybuf4s50_1       0.62
sky130_fd_sc_hd__nand2_1               0.24
sky130_fd_sc_hd__nor3_1                0.71
sky130_fd_sc_hd__and2_1                0.41
sky130_fd_sc_hd__nor2b_4               0.20
sky130_fd_sc_hd__buf_4                 0.53
[cell families after synthesis]
logic type	count (synthesis)	share of synthesized area, %
adder cells (fa/ha/maj)	33	6.87
multiplexers	11	1.88
flip-flops	114	51.9
XOR/XNOR	38	5.44
AND/OR/NAND/NOR	191	16.6
AND-OR/OR-AND	124	13.7
buffers and inverters	57	3.64
[area by class of cell]
| cell class | count | area (um2) |
|---|---|---|
| timing repair buffer | 73 | 718 |
| clock inverter | 15 | 219 |
| multi-input combinational | 397 | 2730 |
| inverter | 31 | 116 |
| fill | 1251 | 7140 |
| clock buffer | 17 | 425 |
| sequential | 114 | 3180 |
| tap | 184 | 230 |
[routing by layer]
layer	GRT usage (%)	vias to the layer above
li1	-	2240
met1	29.3	2184
met2	26.2	102
met3	3.25	7
met4	1.94	0
met5	0	-
[power groups by stage]
stage / clock [mW] / combinational [mW] / sequential [mW]
4_1_cts: 0.839 / 0.251 / 0.668
5_1_grt: 0.871 / 0.286 / 0.671
6_report: 0.823 / 0.252 / 0.668
Power figures rest on the tool's default switching activity, not on a simulated workload.
