===== ./constraint.sdc =====
current_design twiMasterLogic

set clk_period 9.9
set clk_io_pct 0.2

create_clock -name clk0 -period $clk_period [get_ports {iPlbClk}]

set non_clock_inputs [all_inputs -no_clocks]
set_input_delay [expr $clk_period * $clk_io_pct] -clock clk0 $non_clock_inputs
set_output_delay [expr $clk_period * $clk_io_pct] -clock clk0 [all_outputs]

===== ./run.sh =====
#!/bin/bash
# OpenROAD 26Q1-2900-gdf79404cd8, Yosys 0.63+post, stock flow scripts
make -C /OpenROAD-flow-scripts/flow DESIGN_CONFIG=/design/flow/config.mk WORK_HOME=/design/flow/orfs finish

===== ./design.v =====
module twiMasterLogic #(
    parameter PLB_DATA_WIDTH = 32,
    parameter PLB_REG_COUNT = 2
)(
    input iSda,
    output reg oSda,
    output reg oScl,
    input iPlbClk,
    input iPlbReset,
    input [0 : PLB_DATA_WIDTH - 1] iPlbData,
    input [0 : PLB_DATA_WIDTH/8 - 1] iPlbBE,
    input [0 : PLB_REG_COUNT - 1] iPlbRdCE,
    input [0 : PLB_REG_COUNT - 1] iPlbWrCE,
    output reg [0 : PLB_DATA_WIDTH - 1] oPlbData,
    output oPlbRdAck,
    output oPlbWrAck,
    output oPlbError
);
localparam IDLE = 4'd0, START = 4'd1, ADDRESS = 4'd2, SLV_ADDR_ACK = 4'd3, 
    WRITE = 4'd4, SLV_DATA_ACK = 4'd5, READ = 4'd6, MASTER_ACK = 4'd7, 
    STOP = 4'd8;
reg [3:0] state;
reg [3:0] nextState;
reg [2:0] bitIndex;
reg [31:0] counter;
reg [31:0] divider;
reg [1:0] bitStage;
reg [7:0] address;
reg [7:0] dataRead;
reg [7:0] dataWrite;
reg bussy;
reg ackNotDone;
reg addrAckError;
reg dataAckError;
reg newDataReceived;
reg sendMasterAck;
reg clearStartReg;
reg regNewDataReceived;
reg regSendMasterAck;
reg regStartCall;
reg [7:0] regAddress;
reg [7:0] regDataWrite;
reg [7:0] regDataRead;
reg [31:0] regDivider;
always @* begin
    case(state)
        IDLE: 
            if(regStartCall)
                nextState = START;
            else
                nextState = IDLE;
        START:
            nextState = ADDRESS;
        ADDRESS:
            if(bitIndex == 0)
                nextState = SLV_ADDR_ACK;
            else
                nextState = ADDRESS;
        SLV_ADDR_ACK:
            if(address[0]) 
                nextState = READ;
            else
                nextState = WRITE;
        WRITE:
            if(bitIndex == 0)
                nextState = SLV_DATA_ACK;
            else
                nextState = WRITE;
        READ:
            if(bitIndex == 0)
                nextState = MASTER_ACK;
            else
                nextState = READ;
        SLV_DATA_ACK:
            if(regStartCall) begin
                if(address == regAddress)
                    nextState = WRITE;
                else
                    nextState = START;
            end
            else
                nextState = STOP;
        MASTER_ACK:
            if(regStartCall) begin
                if(address == regAddress)
                    nextState = READ;
                else
                    nextState = START;
            end
            else
                nextState = STOP;
        STOP:
            nextState = IDLE;        
        default:
            nextState = IDLE;
    endcase  
end
always @(posedge iPlbClk) begin
    if(iPlbReset == 1 || (state == IDLE && nextState != START)) begin
        counter <= 0;
        bitStage <= 0;
    end
    else begin
        counter <= counter - 1;
        if(counter == 0) begin
            counter <= divider;
            bitStage <= bitStage - 1;
            if(bitStage == 0) begin
                bitStage <= 3;
            end           
        end
    end
end
always @(posedge iPlbClk) begin
    if(iPlbReset == 1) begin
        state <= IDLE;
        addrAckError <= 0;
        dataAckError <= 0;
        newDataReceived <= 0;
        clearStartReg <= 0;
    end
    else begin
        newDataReceived <= 0;
        clearStartReg <= 0;
        if(counter == 0) begin
            if(bitStage == 0) begin
                state <= nextState;
                if(state == IDLE || nextState == IDLE) begin
                    divider <= regDivider;             
                end
                if(state == IDLE && nextState == START) begin
                    addrAckError <= 0;
                    dataAckError <= 0;
                end       
                if(nextState == MASTER_ACK) begin
                    newDataReceived <= 1;
                    regDataRead <= dataRead;
                end 
                else if(nextState == START 
                    || (state == SLV_DATA_ACK && nextState == WRITE) 
                    || (state == MASTER_ACK && nextState == READ)) begin
                    clearStartReg <= 1;
                    sendMasterAck <= regSendMasterAck;
                    dataWrite <= regDataWrite;
                    address <= regAddress;
                end
            end
            else if(bitStage == 1) begin
                if(state == SLV_ADDR_ACK) begin
                    addrAckError <= iSda;
                end
                else if(state == SLV_DATA_ACK) begin
                    dataAckError <= iSda;
                end
                else if(state == READ) begin
                    dataRead[7:1] <= dataRead[6:0];
                    dataRead[0] <= iSda;
                end
            end 
        end
    end
end
always @(posedge iPlbClk) begin
    if(iPlbReset == 1) begin
        bitIndex <= 7;
    end
    else begin
        if(state == ADDRESS || state == WRITE || state == READ) begin
            if(counter == 0 && bitStage == 0)
                bitIndex <= bitIndex - 1;
        end
        else
            bitIndex <= 7;
    end
end
always @* begin
    bussy = state != IDLE;
    if(state == IDLE || state == STOP)
        ackNotDone = 0;
    else if(state == SLV_DATA_ACK || state == MASTER_ACK)
        ackNotDone = bitStage != 0;
    else
        ackNotDone = 1;
    if(state == START) begin
        oSda = bitStage[1];
        oScl = bitStage != 0;
    end
    else if(state == ADDRESS) begin
        oSda = address[bitIndex];
        oScl = bitStage == 2 || bitStage == 1;
    end
    else if(state == WRITE) begin
        oSda = dataWrite[bitIndex];
        oScl = bitStage == 2 || bitStage == 1;
    end
    else if(state == SLV_ADDR_ACK || state == SLV_DATA_ACK || state == READ) begin
        oSda = 1;
        oScl = bitStage == 2 || bitStage == 1; 
    end
    else if(state == MASTER_ACK) begin
        oSda = ~sendMasterAck;
        oScl = bitStage == 2 || bitStage == 1; 
    end
    else if(state == STOP) begin
        oSda = ~bitStage[1];
        oScl = bitStage != 3;
    end
    else begin
        oSda = 1;
        oScl = 1;
    end
end
assign oPlbWrAck = |iPlbWrCE;
assign oPlbRdAck = |iPlbRdCE;
always @(posedge iPlbClk) begin
    if(iPlbReset == 1) begin
        regStartCall <= 0;
        regSendMasterAck <= 0;
        regDivider <= 0;
    end
    else begin
        if(iPlbWrCE == 2'b10) begin
            if(iPlbBE[0])
                regDataWrite <= iPlbData[0:7];
            if(iPlbBE[2])
                regAddress <= iPlbData[16:23];
            if(iPlbBE[3]) begin
                if(iPlbData[24])
                    regStartCall <= 1;
                regSendMasterAck <= iPlbData[25];
            end
        end
        else if(iPlbWrCE == 2'b01) begin
            if(iPlbBE[0])
                regDivider[31:24] <= iPlbData[0:7];
            if(iPlbBE[1])
                regDivider[23:16] <= iPlbData[8:15];
            if(iPlbBE[2])
                regDivider[15:8] <= iPlbData[16:23];
            if(iPlbBE[3])
                regDivider[7:0] <= iPlbData[24:31];
        end
        if(clearStartReg)
            regStartCall <= 0;
    end
end
always @(posedge iPlbClk) begin 
    if(iPlbReset == 1) begin
        regNewDataReceived <= 0;
    end 
    else begin
        if(newDataReceived)
            regNewDataReceived <= 1;
        else if(iPlbRdCE == 2'b10 && iPlbBE[1])
            regNewDataReceived <= 0;
    end
end
always @* begin
    if(iPlbRdCE == 2'b10) begin
        oPlbData[0:7] = regDataWrite;
        oPlbData[8:15] = regDataRead;
        oPlbData[16:23] = regAddress;
        oPlbData[24:25] = {regStartCall, regSendMasterAck};
        oPlbData[26:31] = {1'b0, ackNotDone, dataAckError, addrAckError, regNewDataReceived, bussy};
    end
    else if(iPlbRdCE == 2'b01) begin
        oPlbData = {regDivider};
    end
    else 
        oPlbData = 0;
end
assign oPlbError = 0;
endmodule

===== ./config.mk =====
export PLATFORM = sky130hd
export DESIGN_NAME = twiMasterLogic
export DESIGN_NICKNAME = twiMasterLogic
export VERILOG_FILES = /design/flow/design.v
export SDC_FILE = /design/flow/constraint.sdc
export NUM_CORES = 4
export LEC_CHECK = 1
export CORE_UTILIZATION = 30

==> commit_impl_results.txt <==
Record implementation results from latest flow run

- STA classifies the critical path endpoint as an output port.
- After routing, the total negative slack on setup checks comes to 0 ps.
* Number of nets with antenna violations after detailed routing: 0
- In this run the horizontal extent of the chip is 152 um.
* Clock tree root buffer cell: clkbuf_16
* CP max FO: 19
- Hold buffer count at cts: 0
- The number of different library cells used by synthesis comes to 46.
- The first global-routing pass estimated 25.3 mm of wire.
* Post-layout period usage of the worst path: 61.8%
- Clock Path Buffers: 2
* Post-Place Cell Area: 7820 um2
- Post-synthesis instance area: 6730 um2
- In the floorplan report the effective utilization is a little under a third.
- STA classifies the critical path startpoint as a primary input.
* Average routed wire per standard cell: 16.5 um
- Worst hold path class: flip-flop to flip-flop
- The report counts max-capacitance violations totalling 0.
- First-pass iteration count of the detailed router: 4
- Hold violation total from the final report: 0
- Chip Area: 23000 um2
- Pin count of the biggest net entering global routing: between 50 and 60
- Timing would allow up to 163 MHz.
* Final design instance area without fill: 8380 um2
* Time the worst path needs with I/O delays and setup: 6120 ps
* Global placement routability congestion: between 0.8 and 0.9
* Core Region: 21900 um2
- Clock latency on the worst-skew pair: 420 ps
- Counting flops with a built-in enable in the synthesized netlist gives between 80 and 90.
* Die H: 152 um
- At the worst endpoint, the required time is 7920 ps.
- Per the post-place timing report, worst setup slack is around 3700 ps.
- Ys flops: 161
* Number of DRC markers in iteration 0: 291
- In this run the critical register-to-register path is launched from counter[10].
- DP Wirelength: 11.5 mm
- In this run, post-CTS repair resized a total of 0 instances.
* Vias after detailed routing: 4924
- In the final layout, the share of cells above drive strength 1 is 8.69%.
- Setup repair after global routing left no endpoint under its margin.
* IO Count: 80
- Fill cells in the final layout number 2109.
- Once routing completed, OpenROAD measured the worst setup slack at 3780 ps.
- Slew at the pin with the worst max-slew slack: 780 ps
- TritonCTS clock tree: yes
* Total CTS buffers: 17
- Hold path startpoint: clearStartReg
* Antenna violations before repair: 0
- Overall routed net length: 16.3 mm
* Most common cell after layout, fill and taps aside: edfxtp_1
- Area grow syn2layout: 24.5%
- Clk pin slew, worst setup/hold paths: 60 ps
- Source of the critical timing path: iPlbRdCE[1]
* Number of rows created at floorplan: 54
* Total global-route track usage: 15.0%
- The critical path is of the primary input to output port type.
- The number of global-route vias before repair is roughly 4700.
- Post-CTS setup-driven buffer insertion count: 0
* Slew headroom: 47.7%
- Gr ovfl total: 0
- For this run, the leading register cell type out of synthesis is edfxtp_1.
* CP arrival: ~4100 ps
- Mean instance size in the synthesized netlist: ~11 um2
- In the synthesized netlist the async set-or-reset flop fraction comes to 0%.
- Across the routed clock network, the largest skew measured is roughly 6.2 ps.
- Gate count of the mapped netlist: 618
- Via/cell ratio: 5.01
- The tool warning count for the run is 28.
- PortBufs: 78
* Number of inserted diodes: 0
* Post-synth area from yosys stat: 6730 um2
- Final core utilization: 38.3%
- Dominant logic cell types in the final layout: 81 x edfxtp_1, 80 x dfxtp_1, 77 x clkdlybuf4s50_1, 50 x nand2_1, 50 x a21oi_1
- The flow ran to the end, and the final reports show no timing, DRC or antenna violations.
* Number of cells in Yosys stat: 618
- Per the CTS log, the maximum H-tree level is 4.
* Number of warnings reported in the yosys synthesis log: 1
- Portion of the post-synthesis area used by sequential elements: between 50 and 60%
- Max-slew check failures listed in the final report amount to 0.
- Setup-failing EPs final: 0
* Sinks on Clock Net: ~160
* DRC violations left: 0
-- per-stage QoR --
stage	cells	hold WS, ps
2_1_floorplan	618	373
3_3_place_gp	950	379
3_5_place_dp	950	378
4_1_cts	982	399
5_1_grt	982	416
6_report	982	401
-- per-layer routing --
layer	track usage, %	routed length, um	part of all wire (%)
met1	22.0	7230	44
met2	23.9	7860	48
met3	3.33	924	5.7
met4	2.77	244	1.5
met5	0	0	0
-- state kept, by name, indices dropped and copies added, names as in the netlist --
register	cells
regStartCall	1
bitIndex	3
bitStage	2
newDataReceived	1
regDataRead	8
regAddress	8
clearStartReg	1
regDataWrite	8
regDivider	32
address	8
addrAckError	1
divider	32
regNewDataReceived	1
dataWrite	8
sendMasterAck	1
state	4
dataRead	8
dataAckError	1
counter	32
regSendMasterAck	1
-- path summary, 6_finish.rpt --
check,slack [ps],depth (start not counted),endpoint
min,400,1,regStartCall
max,3780,5,oPlbData[30]
min reg2reg,400,1,regStartCall
max reg2reg,6210,6,divider[20]
-- layout make-up --
class | instances | area [um2] | area share (%)
repair buffers | 90 | 866 | 10.3
clock buffers | 21 | 450 | 5.37
flip-flops and latches | 161 | 4030 | 48.1
clock inverters | 11 | 115 | 1.37
multi-input cells | 408 | 2520 | 30.1
well taps | 280 | 350 | 4.18
inverters | 11 | 41.3 | 0.493
-- kinds of logic (layout without fill, tap and decap cells) --
logic type	after synthesis	in the layout	synth area share (%)
flops	161	161	59.9
compound gates	131	131	12.5
buf+inv	49	133	2.90
other cells	1	1	0.0557
fa+ha+maj	6	6	1.12
mux	8	8	1.93
simple gates	228	228	17.2
xor+xnor	34	34	4.42
-- cell usage after synthesis (all sizes together), types with 16 or more instances --
cell	count	share of area (%)
nor3	26	1.9
a22o	31	4.0
nand3	41	3.0
clkbuf	35	2.0
nor4	16	1.6
xnor2	21	2.7
o21ai	26	1.9
edfxtp	81	36
dfxtp	80	24
nand2	50	2.8
a21oi	50	3.7
nor2	46	2.6
-- critical path, cell delays in order --
cell             delay, ps
clkdlybuf4s50_1        490
nor2b_2                620
buf_4                  380
a22o_1                 200
clkdlybuf4s50_1        460
