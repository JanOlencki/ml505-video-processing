==> design/flow/design.v <==
module videoClockGenerator #(
    parameter H_ACTIVE = 24,
    parameter H_TOTAL = 32,
    parameter V_ACTIVE = 16,
    parameter V_TOTAL = 24,
    parameter SYNC_DELAY_H = 0,
    parameter SYNC_DELAY_V = 0
)(
    input iClk,
    input iRst,
    input iPixelSync,
    output reg oPixelSub,
    output reg [((H_TOTAL <= 2**1) ? 1 : 
   	(H_TOTAL <= 2**2) ? 2 : 
   	(H_TOTAL <= 2**3) ? 3 : 
	(H_TOTAL <= 2**4) ? 4 : 
	(H_TOTAL <= 2**5) ? 5 : 
	(H_TOTAL <= 2**6) ? 6 : 
	(H_TOTAL <= 2**7) ? 7 : 
	(H_TOTAL <= 2**8) ? 8 : 
	(H_TOTAL <= 2**9) ? 9 : 
	(H_TOTAL <= 2**10) ? 10 : 
	(H_TOTAL <= 2**11) ? 11 : 
	(H_TOTAL <= 2**12) ? 12 : 
	(H_TOTAL <= 2**13) ? 13 : 
	(H_TOTAL <= 2**14) ? 14 : 
	(H_TOTAL <= 2**15) ? 15 : 
	(H_TOTAL <= 2**16) ? 16 : 
	(H_TOTAL <= 2**17) ? 17 : 
	(H_TOTAL <= 2**18) ? 18 : 
	(H_TOTAL <= 2**19) ? 19 : 
	(H_TOTAL <= 2**20) ? 20 : 
	(H_TOTAL <= 2**21) ? 21 : 
	(H_TOTAL <= 2**22) ? 22 : 
	(H_TOTAL <= 2**23) ? 23 : 
	(H_TOTAL <= 2**24) ? 24 : 
	(H_TOTAL <= 2**25) ? 25 : 
	(H_TOTAL <= 2**26) ? 26 : 
	(H_TOTAL <= 2**27) ? 27 : 
	(H_TOTAL <= 2**28) ? 28 : 
	(H_TOTAL <= 2**29) ? 29 : 
	(H_TOTAL <= 2**30) ? 30 : 
	(H_TOTAL <= 2**31) ? 31 : 
	(H_TOTAL <= 2**32) ? 32 : 
   -1):0] oHpixel,
    output reg [((V_TOTAL <= 2**1) ? 1 : 
   	(V_TOTAL <= 2**2) ? 2 : 
   	(V_TOTAL <= 2**3) ? 3 : 
	(V_TOTAL <= 2**4) ? 4 : 
	(V_TOTAL <= 2**5) ? 5 : 
	(V_TOTAL <= 2**6) ? 6 : 
	(V_TOTAL <= 2**7) ? 7 : 
	(V_TOTAL <= 2**8) ? 8 : 
	(V_TOTAL <= 2**9) ? 9 : 
	(V_TOTAL <= 2**10) ? 10 : 
	(V_TOTAL <= 2**11) ? 11 : 
	(V_TOTAL <= 2**12) ? 12 : 
	(V_TOTAL <= 2**13) ? 13 : 
	(V_TOTAL <= 2**14) ? 14 : 
	(V_TOTAL <= 2**15) ? 15 : 
	(V_TOTAL <= 2**16) ? 16 : 
	(V_TOTAL <= 2**17) ? 17 : 
	(V_TOTAL <= 2**18) ? 18 : 
	(V_TOTAL <= 2**19) ? 19 : 
	(V_TOTAL <= 2**20) ? 20 : 
	(V_TOTAL <= 2**21) ? 21 : 
	(V_TOTAL <= 2**22) ? 22 : 
	(V_TOTAL <= 2**23) ? 23 : 
	(V_TOTAL <= 2**24) ? 24 : 
	(V_TOTAL <= 2**25) ? 25 : 
	(V_TOTAL <= 2**26) ? 26 : 
	(V_TOTAL <= 2**27) ? 27 : 
	(V_TOTAL <= 2**28) ? 28 : 
	(V_TOTAL <= 2**29) ? 29 : 
	(V_TOTAL <= 2**30) ? 30 : 
	(V_TOTAL <= 2**31) ? 31 : 
	(V_TOTAL <= 2**32) ? 32 : 
   -1):0] oVpixel,
    output reg oPixelSync,
    output reg oPixelActive
);
reg pixelSub;
reg [((H_TOTAL <= 2**1) ? 1 : 
   	(H_TOTAL <= 2**2) ? 2 : 
   	(H_TOTAL <= 2**3) ? 3 : 
	(H_TOTAL <= 2**4) ? 4 : 
	(H_TOTAL <= 2**5) ? 5 : 
	(H_TOTAL <= 2**6) ? 6 : 
	(H_TOTAL <= 2**7) ? 7 : 
	(H_TOTAL <= 2**8) ? 8 : 
	(H_TOTAL <= 2**9) ? 9 : 
	(H_TOTAL <= 2**10) ? 10 : 
	(H_TOTAL <= 2**11) ? 11 : 
	(H_TOTAL <= 2**12) ? 12 : 
	(H_TOTAL <= 2**13) ? 13 : 
	(H_TOTAL <= 2**14) ? 14 : 
	(H_TOTAL <= 2**15) ? 15 : 
	(H_TOTAL <= 2**16) ? 16 : 
	(H_TOTAL <= 2**17) ? 17 : 
	(H_TOTAL <= 2**18) ? 18 : 
	(H_TOTAL <= 2**19) ? 19 : 
	(H_TOTAL <= 2**20) ? 20 : 
	(H_TOTAL <= 2**21) ? 21 : 
	(H_TOTAL <= 2**22) ? 22 : 
	(H_TOTAL <= 2**23) ? 23 : 
	(H_TOTAL <= 2**24) ? 24 : 
	(H_TOTAL <= 2**25) ? 25 : 
	(H_TOTAL <= 2**26) ? 26 : 
	(H_TOTAL <= 2**27) ? 27 : 
	(H_TOTAL <= 2**28) ? 28 : 
	(H_TOTAL <= 2**29) ? 29 : 
	(H_TOTAL <= 2**30) ? 30 : 
	(H_TOTAL <= 2**31) ? 31 : 
	(H_TOTAL <= 2**32) ? 32 : 
   -1):0] hPixel;
reg [((V_TOTAL <= 2**1) ? 1 : 
   	(V_TOTAL <= 2**2) ? 2 : 
   	(V_TOTAL <= 2**3) ? 3 : 
	(V_TOTAL <= 2**4) ? 4 : 
	(V_TOTAL <= 2**5) ? 5 : 
	(V_TOTAL <= 2**6) ? 6 : 
	(V_TOTAL <= 2**7) ? 7 : 
	(V_TOTAL <= 2**8) ? 8 : 
	(V_TOTAL <= 2**9) ? 9 : 
	(V_TOTAL <= 2**10) ? 10 : 
	(V_TOTAL <= 2**11) ? 11 : 
	(V_TOTAL <= 2**12) ? 12 : 
	(V_TOTAL <= 2**13) ? 13 : 
	(V_TOTAL <= 2**14) ? 14 : 
	(V_TOTAL <= 2**15) ? 15 : 
	(V_TOTAL <= 2**16) ? 16 : 
	(V_TOTAL <= 2**17) ? 17 : 
	(V_TOTAL <= 2**18) ? 18 : 
	(V_TOTAL <= 2**19) ? 19 : 
	(V_TOTAL <= 2**20) ? 20 : 
	(V_TOTAL <= 2**21) ? 21 : 
	(V_TOTAL <= 2**22) ? 22 : 
	(V_TOTAL <= 2**23) ? 23 : 
	(V_TOTAL <= 2**24) ? 24 : 
	(V_TOTAL <= 2**25) ? 25 : 
	(V_TOTAL <= 2**26) ? 26 : 
	(V_TOTAL <= 2**27) ? 27 : 
	(V_TOTAL <= 2**28) ? 28 : 
	(V_TOTAL <= 2**29) ? 29 : 
	(V_TOTAL <= 2**30) ? 30 : 
	(V_TOTAL <= 2**31) ? 31 : 
	(V_TOTAL <= 2**32) ? 32 : 
   -1):0] vPixel;
always @(posedge iClk or posedge iRst) begin
    if(iRst) begin
        oPixelSub <= 0;
        oHpixel <= 0;
        oVpixel <= 0;
        oPixelSync <= 0;
        oPixelActive <= 0;
    end
    else begin      
        oPixelSync <= oPixelSub && oHpixel == (H_TOTAL-1 + SYNC_DELAY_H)%H_TOTAL && oVpixel == (V_TOTAL-1 + SYNC_DELAY_V)%V_TOTAL;
        oPixelActive <= oHpixel < (H_ACTIVE + SYNC_DELAY_H)%H_TOTAL && oVpixel < (V_ACTIVE + SYNC_DELAY_V)%V_TOTAL;
        oPixelSub <= ~oPixelSub;
        if(iPixelSync) begin
            oHpixel <= 0; 
            oVpixel <= 0;
            oPixelSub <= 0;
        end
        else if(oPixelSub) begin
            oHpixel <= oHpixel + 1;
            if(oHpixel == H_TOTAL-1) begin
                oHpixel <= 0;
                oVpixel <= oVpixel + 1;
                if(oVpixel == V_TOTAL-1) begin
                    oVpixel <= 0;
                end
            end
        end
    end
end
endmodule
module videoTestData #(
    parameter H_ACTIVE = 24,
    parameter H_TOTAL = 32,
    parameter V_ACTIVE = 16,
    parameter V_TOTAL = 24
)(
    input iClk,
    input iRst,
    input iPixelSync,
    input iPixelActive,
    input [7:0] iDataRed,
    input [7:0] iDataGreen,
    input [7:0] iDataBlue,
    input iTestData,
    output oPixelSync,
    output oPixelActive,
    output reg [7:0] oDataRed,
    output reg [7:0] oDataGreen,
    output reg [7:0] oDataBlue
);
wire pixelSub;
wire [((H_TOTAL <= 2**1) ? 1 : 
   	(H_TOTAL <= 2**2) ? 2 : 
   	(H_TOTAL <= 2**3) ? 3 : 
	(H_TOTAL <= 2**4) ? 4 : 
	(H_TOTAL <= 2**5) ? 5 : 
	(H_TOTAL <= 2**6) ? 6 : 
	(H_TOTAL <= 2**7) ? 7 : 
	(H_TOTAL <= 2**8) ? 8 : 
	(H_TOTAL <= 2**9) ? 9 : 
	(H_TOTAL <= 2**10) ? 10 : 
	(H_TOTAL <= 2**11) ? 11 : 
	(H_TOTAL <= 2**12) ? 12 : 
	(H_TOTAL <= 2**13) ? 13 : 
	(H_TOTAL <= 2**14) ? 14 : 
	(H_TOTAL <= 2**15) ? 15 : 
	(H_TOTAL <= 2**16) ? 16 : 
	(H_TOTAL <= 2**17) ? 17 : 
	(H_TOTAL <= 2**18) ? 18 : 
	(H_TOTAL <= 2**19) ? 19 : 
	(H_TOTAL <= 2**20) ? 20 : 
	(H_TOTAL <= 2**21) ? 21 : 
	(H_TOTAL <= 2**22) ? 22 : 
	(H_TOTAL <= 2**23) ? 23 : 
	(H_TOTAL <= 2**24) ? 24 : 
	(H_TOTAL <= 2**25) ? 25 : 
	(H_TOTAL <= 2**26) ? 26 : 
	(H_TOTAL <= 2**27) ? 27 : 
	(H_TOTAL <= 2**28) ? 28 : 
	(H_TOTAL <= 2**29) ? 29 : 
	(H_TOTAL <= 2**30) ? 30 : 
	(H_TOTAL <= 2**31) ? 31 : 
	(H_TOTAL <= 2**32) ? 32 : 
   -1):0]  hpixel;
wire [((V_TOTAL <= 2**1) ? 1 : 
   	(V_TOTAL <= 2**2) ? 2 : 
   	(V_TOTAL <= 2**3) ? 3 : 
	(V_TOTAL <= 2**4) ? 4 : 
	(V_TOTAL <= 2**5) ? 5 : 
	(V_TOTAL <= 2**6) ? 6 : 
	(V_TOTAL <= 2**7) ? 7 : 
	(V_TOTAL <= 2**8) ? 8 : 
	(V_TOTAL <= 2**9) ? 9 : 
	(V_TOTAL <= 2**10) ? 10 : 
	(V_TOTAL <= 2**11) ? 11 : 
	(V_TOTAL <= 2**12) ? 12 : 
	(V_TOTAL <= 2**13) ? 13 : 
	(V_TOTAL <= 2**14) ? 14 : 
	(V_TOTAL <= 2**15) ? 15 : 
	(V_TOTAL <= 2**16) ? 16 : 
	(V_TOTAL <= 2**17) ? 17 : 
	(V_TOTAL <= 2**18) ? 18 : 
	(V_TOTAL <= 2**19) ? 19 : 
	(V_TOTAL <= 2**20) ? 20 : 
	(V_TOTAL <= 2**21) ? 21 : 
	(V_TOTAL <= 2**22) ? 22 : 
	(V_TOTAL <= 2**23) ? 23 : 
	(V_TOTAL <= 2**24) ? 24 : 
	(V_TOTAL <= 2**25) ? 25 : 
	(V_TOTAL <= 2**26) ? 26 : 
	(V_TOTAL <= 2**27) ? 27 : 
	(V_TOTAL <= 2**28) ? 28 : 
	(V_TOTAL <= 2**29) ? 29 : 
	(V_TOTAL <= 2**30) ? 30 : 
	(V_TOTAL <= 2**31) ? 31 : 
	(V_TOTAL <= 2**32) ? 32 : 
   -1):0]  vpixel;
reg [8:0] frameIndex;
reg [7:0] testPatternLuminance;
reg testPatternRed;
reg testPatternGreen;
reg testPatternBlue;
videoClockGenerator #(
    .H_ACTIVE(H_ACTIVE),
    .H_TOTAL(H_TOTAL),
    .V_ACTIVE(V_ACTIVE),
    .V_TOTAL(V_TOTAL),
    .SYNC_DELAY_H(0),
    .SYNC_DELAY_V(0)
) videoClockGeneratorInst (
    .iClk(iClk),
    .iRst(iRst),
    .iPixelSync(iPixelSync),
    .oPixelSub(pixelSub),
    .oHpixel(hpixel),
    .oVpixel(vpixel),
    .oPixelSync(oPixelSync),
    .oPixelActive(oPixelActive)
);
always @(posedge iClk or posedge iRst) begin
    if(iRst) begin
        frameIndex <= 0;
    end
    else begin 
        if(iPixelSync) begin
            frameIndex <= frameIndex + 1;
        end
        if(!pixelSub) begin
            if(iPixelActive) begin
                if(iTestData) begin
                    oDataRed <= {8{testPatternRed}} & testPatternLuminance;
                    oDataGreen <= {8{testPatternGreen}} & testPatternLuminance;
                    oDataBlue <= {8{testPatternBlue}} & testPatternLuminance;
                end
                else begin
                    oDataRed <= iDataRed;
                    oDataGreen <= iDataGreen;
                    oDataBlue <= iDataBlue;
                end
            end
            else begin
                oDataRed <= 0;
                oDataGreen <= 0;
                oDataBlue <= 0;
            end
        end
    end
end
always @* begin
    if(vpixel == 0 || vpixel == V_ACTIVE-1 || hpixel == 0 || hpixel == H_ACTIVE-1) begin
        {testPatternRed, testPatternGreen, testPatternBlue} <= 3'b111;
        testPatternLuminance <= 8'hFF;
    end
    else if(vpixel == 1 || vpixel == V_ACTIVE-2 || hpixel == 1 || hpixel == H_ACTIVE-2) begin
        {testPatternRed, testPatternGreen, testPatternBlue} <= 3'b000;
        testPatternLuminance <= 8'h00;
    end
    else if((1 < vpixel && vpixel <= 1+3) || (V_ACTIVE-2-3 <= vpixel && vpixel < V_ACTIVE-2)
            || (1 < hpixel && hpixel <= 1+3) || (H_ACTIVE-2-3 <= hpixel && hpixel < H_ACTIVE-2)) begin
        {testPatternRed, testPatternGreen, testPatternBlue} <= 3'b111;
        testPatternLuminance <= 8'hFF;
    end
    else if((1 < vpixel && vpixel <= 1+3+3) || (V_ACTIVE-2-3-3 <= vpixel && vpixel < V_ACTIVE-2-3)
           || (1 < hpixel && hpixel <= 1+3+3) || (H_ACTIVE-2-3-3 <= hpixel && hpixel < H_ACTIVE-2-3)) begin
        {testPatternRed, testPatternGreen, testPatternBlue} <= 3'b000;
        testPatternLuminance <= 8'h00;
    end
    else if(hpixel <= 1+3+3+98*1) begin
        {testPatternRed, testPatternGreen, testPatternBlue} <= 3'b100;  
        testPatternLuminance <= 8'hFF;
    end
    else if(hpixel <= 1+3+3+98*2) begin
        {testPatternRed, testPatternGreen, testPatternBlue} <= 3'b010;  
        testPatternLuminance <= 8'hFF;
    end
    else if(hpixel <= 1+3+3+98*3) begin
        {testPatternRed, testPatternGreen, testPatternBlue} <= 3'b001;  
        testPatternLuminance <= 8'hFF;
    end
    else if(hpixel <= 1+3+3+98*4) begin
        {testPatternRed, testPatternGreen, testPatternBlue} <= 3'b111;  
        testPatternLuminance <= frameIndex[7:0] ^ {8{frameIndex[8]}};
    end
    else if(hpixel <= 1+3+3+98*5) begin
        {testPatternRed, testPatternGreen, testPatternBlue} <= 3'b111;  
        testPatternLuminance <= frameIndex[7:0] ^ {8{~frameIndex[8]}};
    end
    else if(hpixel <= 1+3+3+98*6) begin
       {testPatternRed, testPatternGreen, testPatternBlue} <= 3'b110;  
        testPatternLuminance <= 8'hFF;
    end
    else if(hpixel <= 1+3+3+98*7) begin
        {testPatternRed, testPatternGreen, testPatternBlue} <= 3'b011;  
        testPatternLuminance <= 8'hFF;
    end
    else if(hpixel <= 1+3+3+98*8) begin
        {testPatternRed, testPatternGreen, testPatternBlue} <= 3'b101;  
        testPatternLuminance <= 8'hFF;
    end
    else begin
        {testPatternRed, testPatternGreen, testPatternBlue} <= 3'b000;
        testPatternLuminance <= 8'h00;
    end
end
endmodule
==> design/flow/run.sh <==
#!/bin/bash
# OpenROAD 26Q1-2900-gdf79404cd8, Yosys 0.63+post, stock flow scripts
make -C /OpenROAD-flow-scripts/flow DESIGN_CONFIG=/design/flow/config.mk WORK_HOME=/design/flow/orfs finish
==> design/flow/config.mk <==
export PLATFORM = sky130hd
export DESIGN_NAME = videoTestData
export DESIGN_NICKNAME = videoTestData
export VERILOG_FILES = /design/flow/design.v
export SDC_FILE = /design/flow/constraint.sdc
export NUM_CORES = 4
export LEC_CHECK = 1
export CORE_UTILIZATION = 40
==> design/flow/constraint.sdc <==
current_design videoTestData

set clk_period 5.8
set clk_io_pct 0.2

create_clock -name clk0 -period $clk_period [get_ports {iClk}]

set non_clock_inputs [all_inputs -no_clocks]
set_input_delay [expr $clk_period * $clk_io_pct] -clock clk0 $non_clock_inputs
set_output_delay [expr $clk_period * $clk_io_pct] -clock clk0 [all_outputs]
==> results_tabular.tex <==
% Auto-generated results table
\begin{tabular}{lr}
\hline
Metric & Value \\
\hline
\multicolumn{2}{l}{\textbf{Clock tree}} \\
\quad Clock tree from TritonCTS & done \\
\quad CTS HTree Levels & 2 \\
\quad Number of clock sinks & 39 \\
\quad Root Buffer Master & sky130\_fd\_sc\_hd\_\_clkbuf\_8 \\
\quad CTS buffer count & 5 \\
\quad Number of buffers between clock root and the deepest sink & 2 \\
\quad Post-CTS Repair Setup Buffers & 0 \\
\quad Resize count post-CTS & 0 \\
\quad Hold buffer count at CTS & 0 \\
\quad Clock transition at path regs & roughly 0.070 ns \\
\quad Later-pin clock latency in the skew report & $\sim$0.29 ns \\
\multicolumn{2}{l}{\textbf{Yosys}} \\
\quad Count of instantiated cells in the yosys netlist & 201 \\
\quad Count of different cell masters after synthesis & about 45 \\
\quad Synth Flop Type & sky130\_fd\_sc\_hd\_\_edfxtp\_1 \\
\quad Yosys reg bits & 39 \\
\quad Per-instance average area after synthesis & between 10 and 15 um\^{}2 \\
\quad Synthesized chip area reported by yosys & between 0.002 and 0.0025 mm\^{}2 \\
\quad Cell count after synthesis & between 200 and 250 \\
\quad Warnings from Yosys & 2 \\
\quad Post-synth EDFFs & 24 \\
\quad Seq share, synth & 50.4\% \\
\quad Synthesized area & around 0.0022 mm\^{}2 \\
\quad Proportion of register bits with asynchronous set or reset after synthesis & about two fifths \\
\multicolumn{2}{l}{\textbf{Floorplanning}} \\
\quad Core utilization before placement & 42.0\% \\
\quad Die Area & $\sim$0.0057 mm\^{}2 \\
\quad Count of standard-cell rows & 26 \\
\quad Core Region & a little over 0.005 mm\^{}2 \\
\quad Top-level I/O count & 55 \\
\quad Die height & roughly 76 um \\
\quad Horizontal die dimension & 75.7 um \\
\multicolumn{2}{l}{\textbf{Global routing}} \\
\quad Via count of the first global-routing pass & 1477 \\
\quad Largest net degree at the start of global routing & 28 \\
\quad Number of antenna violations at the first check in global routing & 0 \\
\quad Global route overflow & 0 \\
\quad GR Util All Layers & roughly 16\% \\
\quad First-pass GRT wire length & 6800 um \\
\multicolumn{2}{l}{\textbf{STA}} \\
\quad Maximum achievable frequency & between 300 and 400 MHz \\
\quad Period utilization & about 44\% \\
\quad Total negative slack & 0 ns \\
\quad Max-slew violations & 0 \\
\quad Final hold violations & 0 \\
\quad Number of endpoints failing setup at the final stage & 0 \\
\quad Crit path time final & around 2.6 ns \\
\quad RSZ-0062 raised after global routing & false \\
\quad Final critical-path setup slack & around 3.2 ns \\
\quad Layout Skew & between 0.006 and 0.007 ns \\
\quad Slew at the pin with the worst max-slew slack & $\sim$0.55 ns \\
\quad Worst slew margin & between 60\% and 70\% \\
\multicolumn{2}{l}{\textbf{Setup path}} \\
\quad Critical path arrival & about 2.6 ns \\
\quad Worst R2R End & oDataBlue[3] \\
\quad Worst Path Class, Setup & input port to flip-flop \\
\quad Required time of the worst setup path & slightly below 6 ns \\
\quad Register-to-register setup slack & 3.51 ns \\
\quad Path depth of the worst reg2reg path & 6 \\
\quad Beginning of the worst register-to-register path & videoClockGeneratorInst.oVpixel[1] \\
\quad Nature of the critical path endpoint & flip-flop \\
\quad Maximum fanout count along the critical path & 27 \\
\quad Critical Path Start Type & input port \\
\multicolumn{2}{l}{\textbf{Drt}} \\
\quad Mean number of vias per cell & 5.05 \\
\quad Vias after detailed routing & 1612 \\
\quad Number of iterations in the first detailed-routing pass & 4 \\
\quad Routed WL per cell & approximately 13 um \\
\quad Drc violations & 0 \\
\quad Number of nets with antenna violations after routing & 0 \\
\quad DRC marker count from the first detailed-route iteration & $\sim$82 \\
\quad Number of antenna cells inserted & 0 \\
\quad Total length of routed wires & roughly 4200 um \\
\multicolumn{2}{l}{\textbf{Layout}} \\
\quad Leading cell types in the layout, fill and taps excluded & 54 x sky130\_fd\_sc\_hd\_\_clkdlybuf4s50\_1, 32 x sky130\_fd\_sc\_hd\_\_o21a\_1, 24 x sky130\_fd\_sc\_hd\_\_edfxtp\_1 \\
\quad Area grow syn2layout & 29.4\% \\
\quad Commonest Layout Cell & sky130\_fd\_sc\_hd\_\_clkdlybuf4s50\_1 \\
\quad Final core utilization & roughly 54\% \\
\quad Fraction of final layout cells sized beyond drive strength 1 & between 7 and 8\% \\
\quad Design area & $\sim$0.0028 mm\^{}2 \\
\multicolumn{2}{l}{\textbf{Power and ir drop}} \\
\quad Pwr per Cell Area & roughly 200 mW/mm\^{}2 \\
\quad Static power due to leakage & 1.03 nW \\
\quad Maximum ir drop on the vdd rail & approximately 0.00009 V \\
\multicolumn{2}{l}{\textbf{Placement}} \\
\quad Number of buffer cells added on primary ports & $\sim$54 \\
\quad Gp weighted congestion & 0.814 \\
\quad Pre-CTS setup slack & approximately 2.9 ns \\
\quad Placement Cell Area & between 0.002 and 0.003 mm\^{}2 \\
\quad Detailed placement HPWL & 2810 um \\
\multicolumn{2}{l}{\textbf{Hold path}} \\
\quad Hold-critical path depth & 1 \\
\quad Hold Path Class & flip-flop to flip-flop \\
\quad Launch instance of the worst min-delay path & videoClockGeneratorInst.oVpixel[5] \\
\quad Destination of the worst hold path & videoClockGeneratorInst.oPixelSync \\
\multicolumn{2}{l}{\textbf{Status}} \\
\quad Run status & complete, no violations \\
\multicolumn{2}{l}{\textbf{Flow run}} \\
\quad Number of max-cap violations & 0 \\
\quad Total tool warning count & 28 \\
\hline
\end{tabular}
## synthesized netlist by cell type (all sizes together) (3+ instances only)
cell	n	area (um^2)
a21oi	4	31.3
buf	9	66.3
clkbuf	7	26.3
dfrtp	15	375
edfxtp	24	721
ha	5	62.6
inv	7	26.3
mux2i	3	30.0
nand2	9	33.8
nand3	3	20.0
nand3b	8	60.1
nand4	3	18.8
nor2	20	82.6
nor3	3	20.0
nor3b	3	27.5
o21a	32	240
o21ai	15	75.1
xor2	7	61.3
## worst max path at each step
stage             start       endpoint  slack, ns  cells after the start
CTS           iTestData   oDataBlue[3]       3.24                      5
global route  iTestData  oDataGreen[4]       3.15                      5
finish        iTestData   oDataBlue[3]       3.25                      5
## worst max-delay path, stage by stage
cell                              delay (ns)
sky130_fd_sc_hd__clkdlybuf4s50_1        0.46
sky130_fd_sc_hd__buf_4                  0.26
sky130_fd_sc_hd__nand3_2                0.34
sky130_fd_sc_hd__o21a_1                 0.22
sky130_fd_sc_hd__o21a_1                 0.16
## sequential cells by signal, summed over array words and instances, names as in the netlist
name / flops
videoClockGeneratorInst.oPixelActive: 1
oDataRed: 8
videoClockGeneratorInst.oPixelSync: 1
oDataBlue: 8
oDataGreen: 8
videoClockGeneratorInst.oPixelSub: 1
videoClockGeneratorInst.oVpixel: 6
videoClockGeneratorInst.oHpixel: 6
## where the power goes
| group | switching [mW] | total, mW | leakage (nW) | internal (mW) |
|---|---|---|---|---|
| Clock | 0.0896 | 0.170 | 0.0414 | 0.0800 |
| Sequential | 0.00622 | 0.317 | 0.435 | 0.311 |
| Combinational | 0.0311 | 0.0829 | 0.559 | 0.0518 |
## per-layer routing
| layer | global-route usage [%] | up-vias | share of wire, % |
|---|---|---|---|
| met5 | 0 | - | 0 |
| met4 | 2.88 | 0 | 1.9 |
| met3 | 3.75 | 9 | 7.5 |
| met2 | 24.3 | 54 | 42 |
| met1 | 25.5 | 729 | 49 |
| li1 | - | 820 | - |
## per-stage QoR
stage                     power [mW]  hold WS (ns)  std cells
after floorplan                0.359         0.485        201
after CTS                      0.580         0.541        319
after detailed placement       0.407         0.523        312
after global placement         0.408         0.531        312
final                          0.570         0.539        319
after global routing           0.600         0.570        319
## kinds of logic (layout without fill, tap and decap cells)
kind of cell,count (synthesis),in the layout,share of synthesized area (%)
AND-OR/OR-AND,58,58,19.0
XOR/XNOR,9,9,3.63
adder cells (fa/ha/maj),5,5,2.88
buffers and inverters,23,71,5.47
flip-flops,39,39,50.4
multiplexers,3,3,1.38
AND/OR/NAND/NOR,64,64,17.2
## layout make-up
| cell class | instances | area, um^2 |
|---|---|---|
| multi-input combinational | 139 | 961 |
| clock buffer | 5 | 68.8 |
| timing repair buffer | 57 | 563 |
| sequential | 39 | 1100 |
| clock inverter | 2 | 8.76 |
| tap | 70 | 87.6 |
| inverter | 7 | 26.3 |
| fill | 450 | 2360 |
Power figures rest on the tool's default switching activity, not on a simulated workload.
